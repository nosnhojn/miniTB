$ cat ./design.v
module apb_slave
#(
  addrWidth = 8,
  dataWidth = 32
)
(
  input                        clk,
  input                        rst_n,
  input        [addrWidth-1:0] paddr,
  input                        pwrite,
  input                        psel,
  input                        penable,
  input        [dataWidth-1:0] pwdata,
  output logic [dataWidth-1:0] prdata
);
logic [dataWidth-1:0] mem [256];
logic [1:0] apb_st;
const logic [1:0] SETUP = 0;
const logic [1:0] W_ENABLE = 1;
const logic [1:0] R_ENABLE = 2;
always @(negedge rst_n or posedge clk) begin
  if (rst_n == 0) begin
    apb_st <= 0;
    prdata <= 0;
  end
  else begin
    case (apb_st)
      SETUP : begin
        prdata <= 0;
        if (psel && !penable) begin
          if (pwrite) begin
            apb_st <= W_ENABLE;
          end
          else begin
            apb_st <= R_ENABLE;
          end
        end
      end
      W_ENABLE : begin
        if (psel && penable && pwrite) begin
          mem[paddr] <= pwdata;
        end
        apb_st <= SETUP;
      end
      R_ENABLE : begin
        if (psel && penable && !pwrite) begin
          prdata <= mem[paddr];
        end
        apb_st <= SETUP;
      end
    endcase
  end
end 
endmodule
$ cat ./run.sh
#!/bin/bash
# OpenROAD 26Q1-2900-gdf79404cd8, Yosys 0.63+post, stock flow scripts
make -C /OpenROAD-flow-scripts/flow DESIGN_CONFIG=/design/flow/config.mk WORK_HOME=/design/flow/orfs finish
$ cat ./config.mk
export PLATFORM = sky130hd
export DESIGN_NAME = apb_slave
export DESIGN_NICKNAME = apb_slave
export VERILOG_FILES = /design/flow/design.v
export SDC_FILE = /design/flow/constraint.sdc
export NUM_CORES = 4
export LEC_CHECK = 1
export CORE_UTILIZATION = 50
$ cat ./constraint.sdc
current_design apb_slave

set clk_period 18.4
set clk_io_pct 0.2

create_clock -name clk0 -period $clk_period [get_ports {clk}]

set non_clock_inputs [all_inputs -no_clocks]
set_input_delay [expr $clk_period * $clk_io_pct] -clock clk0 $non_clock_inputs
set_output_delay [expr $clk_period * $clk_io_pct] -clock clk0 [all_outputs]
==> results.cfg <==
; synthesis and place-and-route metrics
[status]
outcome = finished, violations left
failed_checks = capacitance limit, slew limit

[global_routing]
grtUsageTotal_pct = 49.29
number_of_antenna_violations_at_the_first_check_in_global_routing = 168
global_route_wire_length_before_repair_um = 1730000
first_global_vias = 188900
overflow = 0
grt_max_degree = 130

[setup_path]
max_stage_delay_ps = 1430
regToRegSetupSlack_ps = 13030
worstPathBufferInverterCount = 7
path_common_cell = buf_4
crit_family = simple AND/OR/NAND/NOR gates
cp-endpoint = prdata[23]
regToRegEndpoint = mem[138][20]
timing_worst_setup_path_type = primary input to flip-flop
worst-path-max-fanout = 22
worstSetupStartpoint = paddr[3]
crit_path_top_delay_cell = nor4_1
worstPathCellList = buf_2 -> buf_4 -> buf_4 -> nand4_1 -> buf_4 -> buf_4 -> nor2_4 -> buf_4 -> buf_4 -> a222oi_1 -> nand3_1 -> nor4_1 -> nand4_1 -> o31a_1
cp_num_cells = 14
setup.worst_path.end_class = flip-flop
reg2reg_depth = 8
required_ps = 19520
setup.worst_path.start_class = primary input
worstReg2RegStart = apb_st[0]
worstPathArrival_ps = 9960

[timing]
clock_skew_ps = 124.4
finalSetupViolations = 0
grt_setup_unrepaired = false
timing.max_slew.rel_slack_pct = -9.921
maxSlewViolCount = 4
period_used_pct = 48.07
worstMarginPinSlew_ps = 1634
finalWorstPathRequiredPeriod_ps = 8845
hold_viol_final = 0
fin_ws_ps = 9555
clock.fmax_ghz = 0.1131
fin_setup_tns_ps = 0

[route]
via_per_inst = 6.951
detail-route-antenna-nets = 0
total_detailed_routing_wirelength_um = 1327000
detail_route.wl_per_cell_um = 49.08
detailedRoute.firstPassIterationCount = 9
routed-via-count = 187900
drc_errors = 0
drt_iter0_markers = 17200

[logic_synthesis]
number_of_warnings_issued_by_yosys = 2
synth.avg_cell_area_um2 = 17.76
ys_chip_area_mm2 = 0.3019
synth.distinct_cells = 65
synthesis.instances = 16990
synth.cell_area_mm2 = 0.3019
ys_async_sr_fraction_pct = 0.4254
synth-edff-count = 8192
ys_dominant_reg_cell = edfxtp_1
postSynthRegisterBits = 8227
yosys_cells = 16990
postSynthSeqShare_pct = 81.77

[clock_tree]
clock_latency_of_the_later_clocked_register_in_the_worst_skew_pair_ps = 1260
cts_root_buffer = clkbuf_16
cts_tree = yes
cts_buffers = 818
clock_tree.htree_level_count = 6
cts_resized = 0
post_cts_hold_buffer_count = 0
cts-root-to-sink-buffers = 4
total_number_of_clock_tree_sinks = 8227
post-cts-setup-buffer-count = 0
cts.reportedPaths.clkPinSlew_ps = 70

[layout]
mostFrequentLayoutCells = 8192 x edfxtp_1, 2601 x a22oi_1, 1405 x buf_4, 821 x clkbuf_16, 806 x nand3_1
flow.area_growth_from_synthesis_pct = 15.22
multi_input_comb_area_mm2 = 0.05293
final_layout_size_suffix_gt1_share_pct = 16.45
layout.area.seq_mm2 = 0.2469
filler_cell_count = 44380
most_frequent_logic_cell_in_the_layout = edfxtp_1

[die]
initCoreUtil_pct = 50.15
die_y_um = 779.0
fp-row-count = 285
core_area_mm2 = 0.6019
chip_area_mm2 = 0.6069
chip_width_um = 779.0
floorplan.io_pins = 77

[placed_design]
port_buffers = 76
dp_slack_ps = 8816
post-dp-hpwl_um = 898400
place.gp.congestion = 1.108

[power]
power.density_cell_area_mw_per_mm2 = 108.9
cell_leakage_power_nw = 110.0
vdd_drop_max_mv = 0.1154

[hold_path]
hold_path_class = flip-flop to flip-flop

[job]
maxCapViolCount = 2
log.warning_count = 34
-- synthesized netlist by cell type (12+ instances only) --
master / number / area, um2
nor4_1: 251 / 1570
o21ai_0: 71 / 355.3
a21oi_1: 350 / 1752
a32oi_1: 77 / 674.4
a2111oi_0: 160 / 1401
o22ai_1: 346 / 2165
nor3_1: 318 / 1592
a222oi_1: 129 / 1291
dfrtp_1: 34 / 850.8
and3_1: 490 / 3065
buf_4: 19 / 142.6
buf_6: 18 / 202.7
a22oi_1: 2601 / 19530
buf_2: 299 / 1496
o211ai_1: 47 / 352.8
edfxtp_1: 8192 / 246000
a221oi_1: 69 / 604.3
nand4bb_1: 12 / 135.1
or4b_1: 23 / 230.2
nand3_1: 807 / 4039
or4_1: 63 / 473.0
a22o_1: 392 / 3433
clkbuf_1: 676 / 2537
o22a_1: 18 / 157.7
nand4_1: 416 / 2603
buf_1: 178 / 668.1
nor2_1: 263 / 987.2
o31a_1: 18 / 157.7
nand2_1: 513 / 1926
-- where the power goes --
group | switching, W | internal [W] | total (W)
registers | 0.00000109 | 0.0206 | 0.0206
clock network | 0.00729 | 0.00886 | 0.0162
logic | 0.000951 | 0.000179 | 0.00113
-- stage by stage --
step / hold slack (ps) / cells / power [W] / utilization (%) / cell area, um2
6_report: 473.2 / 27030 / 0.03789 / 57.79 / 347900
5_1_grt: 485.9 / 26940 / 0.03862 / 57.75 / 347600
4_1_cts: 475.1 / 26830 / 0.03787 / 57.70 / 347300
3_5_place_dp: 458.0 / 25340 / 0.02207 / 53.43 / 321600
3_3_place_gp: 447.9 / 25340 / 0.02206 / 53.43 / 321600
2_1_floorplan: 440.3 / 16990 / 0.02125 / - / 301900
-- registers in the layout (all words and copies together) (netlist names) --
name,count
apb_st,3
mem,8192
prdata,32
-- final cells by class --
| cell class | instances | share of cell area, % |
|---|---|---|
| antenna | 206 | 0.1482 |
| clock buffer | 1029 | 6.156 |
| clock inverter | 463 | 1.234 |
| multi-input combinational | 7575 | 15.22 |
| sequential | 8227 | 70.97 |
| tap | 8036 | 2.890 |
| timing repair buffer | 1498 | 3.384 |
-- cell families after synthesis --
group	after synthesis	share of synthesized area, %
compound gates	4338	10.76
buf+inv	1192	1.675
flops	8227	81.77
mux	8	0.02984
simple gates	3229	5.762
-- worst min-delay path by stage --
stage / start / to / slack [ps] / cells after the start
5_1_grt: apb_st[1] / apb_st[0] / 490 / 1
4_1_cts: apb_st[1] / apb_st[0] / 480 / 1
6_report: apb_st[1] / apb_st[0] / 470 / 1
-- routing by layer --
metal / track usage [%] / part of all wire, %
met1: 53.32 / 27
met2: 59.84 / 41
met3: 47.69 / 22
met4: 28.21 / 7.8
met5: 27.03 / 1.5
Power is estimated from default activity; no workload was simulated.
